$ cat /design/flow/config.mk
export PLATFORM = sky130hd
export DESIGN_NAME = Image_viewer_top
export DESIGN_NICKNAME = Image_viewer_top
export VERILOG_FILES = /design/flow/design.v
export SDC_FILE = /design/flow/constraint.sdc
export NUM_CORES = 4
export LEC_CHECK = 1
export CORE_UTILIZATION = 30
$ cat /design/flow/constraint.sdc
current_design Image_viewer_top

set clk_period 61.7
set clk_io_pct 0.2

create_clock -name clk0 -period $clk_period [get_ports {ClkPort}]

set non_clock_inputs [all_inputs -no_clocks]
set_input_delay [expr $clk_period * $clk_io_pct] -clock clk0 $non_clock_inputs
set_output_delay [expr $clk_period * $clk_io_pct] -clock clk0 [all_outputs]
$ cat /design/flow/design.v
`timescale 1ns / 1ps
module DisplayCtrl(Clk, reset, memoryData,
		An0, An1, An2, An3, Ca, Cb, Cc, Cd, Ce, Cf, Cg, Dp
   );
	input [26:0] Clk;
	input reset;
	input [15:0] memoryData;
	output An0, An1, An2, An3, Ca, Cb, Cc, Cd, Ce, Cf, Cg, Dp;
	reg [6:0] SSD_CATHODES;
	wire [26:0] DIV_CLK;
	reg [3:0] SSD;
	wire [3:0] SSD0, SSD1, SSD2, SSD3;
	wire [1:0] ssdscan_clk;
	assign {Ca, Cb, Cc, Cd, Ce, Cf, Cg, Dp} = {SSD_CATHODES, 1'b1};
	assign DIV_CLK = Clk;
	assign SSD3 = memoryData[15:12];
	assign SSD2 = memoryData[11:8];
	assign SSD1 = memoryData[7:4];
	assign SSD0 = memoryData[3:0];
	assign ssdscan_clk = DIV_CLK[19:18];	
	assign An0 = !(~(ssdscan_clk[1]) && ~(ssdscan_clk[0]));   
	assign An1 = !(~(ssdscan_clk[1]) &&  (ssdscan_clk[0]));   
	assign An2 = !( (ssdscan_clk[1]) && ~(ssdscan_clk[0]));   
	assign An3 = !( (ssdscan_clk[1]) &&  (ssdscan_clk[0]));   
	always @ (ssdscan_clk, SSD0, SSD1, SSD2, SSD3)
	begin : SSD_SCAN_OUT
		case (ssdscan_clk) 
			2'b00: 
				SSD = SSD0;
			2'b01: 
				SSD = SSD1;
			2'b10: 
				SSD = SSD2;
			2'b11: 
				SSD = SSD3;				
		endcase 
	end	
	always @ (SSD) 
	begin : HEX_TO_SSD
		case (SSD)
			4'b0000: SSD_CATHODES = 7'b0000001 ;  
			4'b0001: SSD_CATHODES = 7'b1001111 ;  
			4'b0010: SSD_CATHODES = 7'b0010010 ;  
			4'b0011: SSD_CATHODES = 7'b0000110 ;  
			4'b0100: SSD_CATHODES = 7'b1001100 ;  
			4'b0101: SSD_CATHODES = 7'b0100100 ;  
			4'b0110: SSD_CATHODES = 7'b0100000 ;  
			4'b0111: SSD_CATHODES = 7'b0001111 ;  
			4'b1000: SSD_CATHODES = 7'b0000000 ;  
			4'b1001: SSD_CATHODES = 7'b0000100 ;  
			4'b1010: SSD_CATHODES = 7'b0001000 ;  
			4'b1011: SSD_CATHODES = 7'b1100000 ;  
			4'b1100: SSD_CATHODES = 7'b0110001 ;  
			4'b1101: SSD_CATHODES = 7'b1000010 ;  
			4'b1110: SSD_CATHODES = 7'b0110000 ;  
			4'b1111: SSD_CATHODES = 7'b0111000 ;  
		endcase
	end	
endmodule
`timescale 1ns / 1ps
module Image_viewer_top(ClkPort, 
	Hsync, Vsync, vgaRed, vgaGreen, vgaBlue,
	MemOE, MemWR, MemClk, RamCS, RamUB, RamLB, RamAdv, RamCRE,
	MemAdr, data,
	An0, An1, An2, An3, Ca, Cb, Cc, Cd, Ce, Cf, Cg, Dp, Led,
	btnC, btnR, btnL, btnU, btnD
   );
	input ClkPort;	
	output MemOE, MemWR, MemClk, RamCS, RamUB, RamLB, RamAdv, RamCRE;
	output [26:1] MemAdr;
	inout [15:0] data;
	input btnC, btnR, btnL, btnU, btnD;
	output An0, An1, An2, An3, Ca, Cb, Cc, Cd, Ce, Cf, Cg, Dp;
	output Vsync, Hsync;
	output [2:0] vgaRed;
	output [2:0] vgaGreen;
	output [2:1] vgaBlue;
	output [1:0] Led;
	reg [2:0] _vgaRed;
	reg [2:0] _vgaGreen;
	reg [1:0] _vgaBlue;
	wire inDisplayArea;
	wire [9:0] CounterX;
	wire [9:0] CounterY;
	reg [5:0] bitCounter;
	assign vgaRed = _vgaRed;
	assign vgaGreen = _vgaGreen;
	assign vgaBlue = _vgaBlue;
	assign Led = readImage;
	wire ClkPort, sys_clk, Reset;
	reg [26:0] DIV_CLK;
	assign sys_clk = ClkPort;
	assign MemClk = DIV_CLK[0];
	reg [22:0] address;
	reg [15:0] dataRegister[0:127];
	reg [22:0] imageRegister[0:3]; 	
	always@(posedge sys_clk)
		begin
			imageRegister[2'b00][22:0] <= 23'b00000000000000000000000;
			imageRegister[2'b01][22:0] <= 23'b00000000000000010000000;
			imageRegister[2'b10][22:0] <= 23'b00000000000000100000000;
			imageRegister[2'b11][22:0] <= 23'b00000000000000110000000;
		end
	wire [7:0] uByte;
	wire [7:0] lByte;
	reg [1:0] readImage;
	reg [6:0] readAddress;
	reg [6:0] writePointer; 
	reg [6:0] readRow;
	assign uByte = data[15:8];
	assign lByte = data[7:0];
	wire BtnR_Pulse, BtnL_Pulse, BtnU_Pulse, BtnD_Pulse;
	assign Reset = btnC;
always @ (posedge sys_clk, posedge Reset)  
	begin : CLOCK_DIVIDER
      if (Reset)
			DIV_CLK <= 0;
      else
			DIV_CLK <= DIV_CLK + 1;
	end
	ee201_debouncer #(.N_dc(20)) ee201_debouncer_left 
        (.CLK(MemClk), .RESET(Reset), .PB(btnL), .DPB( ), 
		.SCEN(BtnL_Pulse), .MCEN( ), .CCEN( ));
	ee201_debouncer #(.N_dc(20)) ee201_debouncer_right 
        (.CLK(MemClk), .RESET(Reset), .PB(btnR), .DPB( ), 
		.SCEN(BtnR_Pulse), .MCEN( ), .CCEN( ));
	ee201_debouncer #(.N_dc(20)) ee201_debouncer_up 
        (.CLK(MemClk), .RESET(Reset), .PB(btnU), .DPB( ), 
		.SCEN(BtnU_Pulse), .MCEN( ), .CCEN( ));
	ee201_debouncer #(.N_dc(20)) ee201_debouncer_down 
        (.CLK(MemClk), .RESET(Reset), .PB(btnD), .DPB( ), 
		.SCEN(BtnD_Pulse), .MCEN( ), .CCEN( ));
	DisplayCtrl display (.Clk(DIV_CLK), .reset(Reset), .memoryData(dataRegister[readRow][15:0]),
		.An0(An0), .An1(An1), .An2(An2), .An3(An3),
		.Ca(Ca), .Cb(Cb), .Cc(Cc), .Cd(Cd), .Ce(Ce), .Cf(Cf), .Cg(Cg), .Dp(Dp)
	);
	MemoryCtrl memory(.Clk(MemClk), .Reset(Reset), .MemAdr(MemAdr), .MemOE(MemOE), .MemWR(MemWR),
		.RamCS(RamCS), .RamUB(RamUB), .RamLB(RamLB), .RamAdv(RamAdv), .RamCRE(RamCRE), .writeData(writeData),
		.AddressIn(address), .BtnU_Pulse(BtnU_Pulse), .BtnD_Pulse(BtnD_Pulse)
	);
VGACtrl vga(.clk(DIV_CLK[1]), .reset(Reset), .vga_h_sync(Hsync),
		.vga_v_sync(Vsync), .inDisplayArea(inDisplayArea),
		.CounterX(CounterX), .CounterY(CounterY)
	);
	reg toggleByte;
	always @(posedge DIV_CLK[1], posedge Reset)
		begin
			if(Reset)
				begin
					bitCounter <= 0;
					toggleByte <= 0;
					readAddress <= 0;
				end
			else if(CounterY > 192 && CounterY < 288)
				begin
					if(CounterX == 0)
						begin
							bitCounter <= 0;
							toggleByte <= 1'b0;
						end
					else if(CounterX > 284 && bitCounter < 35)
						begin
							if(toggleByte == 1'b0)
								begin
									{_vgaRed, _vgaGreen, _vgaBlue} <= dataRegister[readAddress][7:0];
									toggleByte <= 1'b1;
								end
							else
								begin
									{_vgaRed, _vgaGreen, _vgaBlue} <= dataRegister[readAddress][15:8];
									toggleByte <= 1'b0;
									bitCounter <= bitCounter + 1;
									readAddress <= readAddress + 1;
								end
						end
					else
						begin
							{_vgaRed, _vgaGreen, _vgaBlue} <= 0;
						end
				end
			else if (CounterY == 288)
				readAddress <= 0;
		end
	always@(posedge MemClk, posedge Reset)
		begin
			if(Reset)
				readImage <= 0;
			else if(BtnU_Pulse)
				readImage <= readImage + 1;
			else if(BtnD_Pulse)
				readImage <= readImage - 1;
			else
				address <= imageRegister[readImage][22:0];
		end
	always@(posedge MemClk, posedge Reset)
		begin
			if(Reset)
				begin
					writePointer <= 0;
				end
			else	
				if(writeData == 1'b1)
					begin
						dataRegister[writePointer][15:0] <= {lByte, uByte};
						writePointer <= writePointer + 1;
					end
				else
					writePointer <= 0;
		end
	always@(posedge MemClk, posedge Reset)
		begin
			if(Reset)
				readRow <= 0;
			else if(BtnR_Pulse)
				readRow <= readRow + 1;
			else if(BtnL_Pulse)
				readRow <= readRow - 1;
		end
endmodule
`timescale 1ns / 1ps
module MemoryCtrl(Clk, Reset, MemAdr, MemOE, MemWR,
		RamCS, RamUB, RamLB, RamAdv, RamCRE, writeData, AddressIn,
		BtnU_Pulse, BtnD_Pulse
    );
	input Clk, Reset, BtnU_Pulse, BtnD_Pulse;
	input [22:0] AddressIn;
	output MemOE, MemWR, RamCS, RamUB, RamLB, RamAdv, RamCRE;
	output [26:1] MemAdr;
	output writeData;
	reg _MemOE, _MemWR, _RamCS, _RamUB, _RamLB, _RamAdv, _RamCRE;
	reg [22:0] address = 23'b000_10_00_0_1_011_1_0_0_0_0_01_1_111;
	reg [7:0] state;
	reg [6:0] clock_counter;
	reg writeData;
	assign MemAdr = {4'b0, address};
	assign MemOE = _MemOE;
	assign MemWR = _MemWR;
	assign RamCS = _RamCS;
	assign RamUB = _RamUB;
	assign RamLB = _RamLB;
	assign RamAdv = _RamAdv;
	assign RamCRE = _RamCRE;
localparam
	INITIAL_CONFIG =  8'b00000001,
	CONFIGMEM = 		8'b00000010,
	CONFIGMEM2 = 		8'b00000100,
	INIT = 				8'b00001000,
	PREPARE_READ = 	8'b00010000,
	WAIT = 				8'b00100000,
	READ_DATA =			8'b01000000,
	IDLE =				8'b10000000;
always @ (posedge Clk, posedge Reset)
	begin : State_Machine
		if (Reset)
		   begin
				state <= CONFIGMEM;
				writeData <= 0;
		   end
		else 
		   begin			   
				case (state)
					INITIAL_CONFIG:
						begin
							state <= CONFIGMEM;
							_MemOE <= 1;
							_RamCS <= 0;
							_MemWR <= 1;
							_RamAdv <= 0;
							_RamCRE <= 1;
						end
					CONFIGMEM:
						begin
							address <= 23'b000_10_00_0_1_011_1_0_0_0_0_01_1_111;
							_RamCRE <= 1;
							_RamAdv <= 0;
							_RamCS <= 0;
							_MemWR <= 0;
							_MemOE <= 1;
							_RamUB <= 1;
							_RamLB <= 1;
							clock_counter <= 0;
							state <= CONFIGMEM2;
						end
					CONFIGMEM2:
						begin
							_RamCRE <= 1;
							_RamAdv <= 1;
							_RamCS <= 0;
							_MemWR <= 1;
							if(clock_counter == 7'b0000010)
								begin
									state <= INIT;
									_RamCS <= 1;
								end
							else
								clock_counter <= clock_counter + 1;
						end
					INIT:
						begin
							address <= AddressIn;
							state <= PREPARE_READ;
						end
					PREPARE_READ:
						begin
							_RamCRE <= 0;
							_RamAdv <= 0;
							_RamCS <= 0;
							_MemWR <= 1;
							_MemOE <= 1;
							_RamUB <= 0;
							_RamLB <= 0;
							state <= WAIT;
							clock_counter <= 0;
						end
					WAIT:
						begin
							_RamAdv <= 1;
							if(clock_counter == 7'b0000011)
								begin
									writeData <= 1;
									_MemOE <= 0;
									state <= READ_DATA;
									clock_counter <= 0;
								end
							else
								clock_counter <= clock_counter + 1;
						end
					READ_DATA:
						begin
							clock_counter <= clock_counter + 1;
							if(clock_counter == 7'b1111111)
								begin
									state <= IDLE;
									writeData <= 0;
								end
						end
					IDLE:
						begin
							if(BtnU_Pulse || BtnD_Pulse)
								state <= CONFIGMEM;
							_RamCRE <= 0;
							_RamAdv <= 1;
							_RamCS <= 1;
							_MemWR <= 1;
							_MemOE <= 1;
							_RamUB <= 1;
							_RamLB <= 1;
						end
					default:
						state <= 8'bXXXXXXXX;
				endcase
			end
		end
endmodule
module VGACtrl(clk, reset, vga_h_sync, vga_v_sync, inDisplayArea, CounterX, CounterY);
input clk, reset;
output vga_h_sync, vga_v_sync;
output inDisplayArea;
output [9:0] CounterX;
output [9:0] CounterY;
reg [9:0] CounterX;
reg [9:0] CounterY;
reg vga_HS, vga_VS;
reg inDisplayArea;
always @(posedge clk, posedge reset)
	begin
		if(reset)
			CounterX <= 0;
		else if(CounterX==10'h320)
			CounterX <= 0;
		else
			CounterX <= CounterX + 1;
	end
always @(posedge clk, posedge reset)
	begin
		if(reset)
			CounterY<=0; 
		else if(CounterY==10'h209)     
			CounterY<=0;
		else if(CounterX==10'h320)     
			CounterY <= CounterY + 1;
	end
always @(posedge clk)
	begin
		vga_HS <= (CounterX > 655 && CounterX < 752); 	 
		vga_VS <= (CounterY == 490 || CounterY == 491); 	 
	end 
always @(posedge clk, posedge reset)
   if(reset)
      inDisplayArea<=0;
   else
	   inDisplayArea <= (CounterX<640) && (CounterY<480);
assign vga_h_sync = ~vga_HS;
assign vga_v_sync = ~vga_VS;
endmodule
`timescale 1ns / 100ps
module ee201_debouncer(CLK, RESET, PB, DPB, SCEN, MCEN, CCEN);
input	CLK, RESET;
input PB;
output DPB;
output SCEN, MCEN, CCEN;
parameter N_dc = 7;
(* fsm_encoding = "user" *)
reg [5:0] state;
reg [N_dc-1:0] debounce_count;
reg [3:0] MCEN_count;
assign {DPB, SCEN, MCEN, CCEN} = state[5:2];
localparam
 INI        = 6'b000000,
 W84        = 6'b000001,
 SCEN_st    = 6'b111100,
 WS         = 6'b100000,
 MCEN_st    = 6'b101100,
 CCEN_st    = 6'b100100,
 MCEN_cont  = 6'b101101,
 CCR        = 6'b100001,
 WFCR       = 6'b100010;
always @ (posedge CLK, posedge RESET)
	begin : State_Machine
		if (RESET)
		   begin
		      state <= INI;
		      debounce_count <= 'bx;
		      MCEN_count <= 4'bx;
		   end
		else 
		   begin
			   case (state)
				   INI: begin					
					     debounce_count <= 0;
					     MCEN_count <= 0;  
					     if (PB)
						   begin
							   state <= W84;
						   end
			            end
			       W84: begin
					     debounce_count <= debounce_count + 1;
			             if (!PB)
			              begin
			                state <= INI;
			              end
				         else if (debounce_count[N_dc-5]) 
				          begin
				            state <= SCEN_st;
				          end
				        end
				   SCEN_st: begin
					     debounce_count <= 0;
				         MCEN_count <= MCEN_count + 1;
				         state <= WS;
				        end
				   WS:  begin
					     debounce_count <= debounce_count + 1;
				         if (!PB)
				           begin
							state <= CCR;
						   end	
				         else if (debounce_count[N_dc-1]) 
				           begin
						    state <= MCEN_st;
						   end
				        end
				   MCEN_st: begin
					     debounce_count <= 0;
				         MCEN_count <= MCEN_count + 1;
				         state <= CCEN_st;
				        end
				   CCEN_st: begin
					     debounce_count <= debounce_count + 1;
				         if (!PB)
				          begin
						   state <= CCR;
						  end
				         else if (debounce_count[N_dc-1]) 
				          begin
				            if (MCEN_count == 4'b1000)
				                begin
									state <= MCEN_cont;
								end
				            else
				                begin
									state <= MCEN_st;
								end
				          end
				        end
				   MCEN_cont: begin
					     if (!PB)
				          begin
						   state <= CCR;
						  end
				        end
				   CCR: begin
					     debounce_count <= 0;
				         MCEN_count <= 0;
				         state <= WFCR;
				        end
				   WFCR: begin
					     debounce_count <= debounce_count + 1;
				         if (PB)
				           begin
							state <= WS;
						   end
				         else if (debounce_count[N_dc-5]) 
				           begin
							state <= INI;
						   end
				         end
				endcase		    
	      end
	end  
endmodule  
$ cat /design/flow/run.sh
#!/bin/bash
# OpenROAD 26Q1-2900-gdf79404cd8, Yosys 0.63+post, stock flow scripts
make -C /OpenROAD-flow-scripts/flow DESIGN_CONFIG=/design/flow/config.mk WORK_HOME=/design/flow/orfs finish
==> ci_impl_report.md <==
### Metrics collected by this job

| Metric | Value |
|---|---|
| Dominant cell area share | 0.618 |
| Register pins left without a clock | 2258 |
| Yosys reg bits | 2278 |
| Syn avg cell area | 13.1 um2 |
| Total CTS buffers | 3 |
| Synth cell count leaders | 2074 x edfxtp_1, 1646 x a22oi_1, 581 x nand2_1, 484 x nor2_1, 406 x clkbuf_1 |
| EDFF count, synth | 2074 |
| Clk root buf | clkbuf_16 |
| Row cnt | 212 |
| # Cells Yosys | 7680 |
| H-tree depth | 1 |
| Top-level port count | 80 |
| Die Wd | 582 um |
| Ys Warns | 15 |
| Fp util | 0.302 |
| Mapped Area | 101000 um2 |
| Last stage reached | global routing |
| Most common cell in the synthesized netlist | edfxtp_1 |
| Placed inst area | 113000 um2 |
| Pin count of the biggest net entering global routing | 181 |
| YS chip area | 101000 um2 |
| CTS resizes | 0 |
| Port buffer count | 48 |
| Cell Type Count | 97 |
| Bufs on Longest Clock Path | 2 |
| Top_reg_cell synth | edfxtp_1 |
| Detailed Place HPWL | 737000 um |
| GP Congestion | 1.31 |
| Hold_buf cts | 0 |
| Async S/R FF share, synth | 0.0887 |
| First error | [ERROR RSZ-0074] Failed to build tree from global routes for pin 'data[9]' and net 'data[9]' at grid (576150, 286350): found route to 129 pins, expected 128 |
| Synth top area cells | edfxtp_1 62%, a22oi_1 12%, dfrtp_1 5.0% |
| Syn Inst Count | 7680 |
| Number of unconstrained endpoints | 4379 |
| Postcts setup bufs | 0 |
| Yosys top cell by area | edfxtp_1 |
| Outcome | did not finish |
| Post-synth seq share | 0.669 |
| Die Ht | 582 um |
-- cells by family after synthesis --
group / after synthesis / share of synthesized area
compound gates: 2149 / 0.162
xor+xnor: 88 / 0.00765
fa+ha+maj: 45 / 0.00559
buf+inv: 563 / 0.0243
flops: 2278 / 0.669
mux: 47 / 0.00474
other cells: 2 / 0.0000745
simple gates: 2508 / 0.128
-- through the flow --
step | power [mW] | util | worst slack, ns | instances | hold slack, ns
after CTS | 0.0621 | 0.339 | 45.02 | 12438 | 0.504
after floorplan | 0.0404 | - | 24.71 | 7693 | 0.438
after detailed placement | 0.0412 | 0.339 | 45.38 | 12434 | 0.490
after global placement | 0.0409 | 0.339 | 45.08 | 12434 | 0.514
No activity file was given, so power comes from the tool's default toggle rates.
